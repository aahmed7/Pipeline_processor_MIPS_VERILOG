==> /design/flow/config.mk <==
export PLATFORM = sky130hd
export DESIGN_NAME = IDEXreg
export DESIGN_NICKNAME = IDEXreg
export VERILOG_FILES = /design/flow/design.v
export SDC_FILE = /design/flow/constraint.sdc
export NUM_CORES = 4
export LEC_CHECK = 1
export CORE_AREA = 10 10 159 159
export DIE_AREA = 0 0 169 169
==> /design/flow/run.sh <==
#!/bin/bash
# OpenROAD 26Q1-2900-gdf79404cd8, Yosys 0.63+post, stock flow scripts
make -C /OpenROAD-flow-scripts/flow DESIGN_CONFIG=/design/flow/config.mk WORK_HOME=/design/flow/orfs finish
==> /design/flow/constraint.sdc <==
current_design IDEXreg

set clk_period 1.0
set clk_io_pct 0.2

create_clock -name clk0 -period $clk_period [get_ports {clk}]

set non_clock_inputs [all_inputs -no_clocks]
set_input_delay [expr $clk_period * $clk_io_pct] -clock clk0 $non_clock_inputs
set_output_delay [expr $clk_period * $clk_io_pct] -clock clk0 [all_outputs]
==> /design/flow/design.v <==
module IDEXreg(clk,ID_PCaddr,ID_regA,ID_regB,ID_SE,ID_Rd,ID_Rt,ID_WB,ID_M,ID_EX,
						EX_PCaddr,EX_regA,EX_regB,EX_SE,EX_Rd,EX_Rt,EX_WB,EX_M,EX_EX);
		input clk;
		input [31:0]ID_PCaddr,ID_regA,ID_regB,ID_SE;
		input [4:0]ID_Rt,ID_Rd;
		input [1:0]ID_WB;
		input [2:0]ID_M;
		input [3:0]ID_EX;
		output reg[31:0]EX_PCaddr,EX_regA,EX_regB,EX_SE;
		output reg[4:0]EX_Rt,EX_Rd;
		output reg[1:0]EX_WB;
		output reg[2:0]EX_M;
		output reg[3:0]EX_EX;
		always@(posedge clk)
		begin
			EX_PCaddr <= ID_PCaddr;
			EX_regA <= ID_regA;
			EX_regB <= ID_regB;
			EX_SE <= ID_SE;
			EX_Rt <= ID_Rt;
			EX_Rd <= ID_Rd;
			EX_WB	<= ID_WB;
 			EX_M	<= ID_M;
			EX_EX	<= ID_EX;
		end
endmodule
==> flow_summary.yaml <==
# yosys + openroad results
status:
  run_status: "complete, but fails checks"
  violations: "setup timing"
finish:
  stdcell_area_sq_mm: 0.006161
  area_growth_pct: 109.4
  final-seq-area_sq_mm: 0.002967
  comb_cells: 0
  fillers: 2306
  logic_area_sq_um: 0
  drive_gt1_share_pct: 41.65
floorplanning:
  die_area_sq_mm: 0.02856
  initCoreUtil_pct: 13.48
  die_w_microns: 169
  coreArea_sq_mm: 0.02182
  io_pins: 295
  die_y_microns: 169
  rows: 54
route:
  routedWlPerCell_microns: 15.19
  drc_errors: 0
  n_antenna_cell: 0
  first_pass_iters: 4
  drtIter0Drc: 101
  ant_nets: 0
  num_vias: 2227
  routed_wl_microns: 11440
  routed_via_density: 2.958
place:
  dp_slack_ns: -0.01109
  gp_congestion: 0.8468
  port-buffer-count: 294
  hpwl_microns: 9478
  place_area_sq_mm: 0.006236
power:
  ir_drop_mv: 0.8917
  power_leakage_nw: 2.705
  cellPowerDensity_mw_per_mm2: 2223
timing:
  fin_setup_tns_ns: -1.192
  period_used_pct: 102.8
  post-route-min-period_ns: 1.028
  worst_pin_slew_ns: 0.1779
  setup_violations: 126
  fmax_mhz: 972.5
  rsz0062_at_grt: "true"
  setup_ws_ns: -0.02825
  hold_viol_final: 0
  slew_viol_final: 0
  slew_headroom_pct: 88.14
clocking:
  clock_path_buffers: 2
  ctsHtreeMaxLevel: 4
  clk_pin_slew_ns: 0.06
  cts-root-buf: "clkbuf_16"
  cts_sinks: 147
  hold_buffers: 0
  numCtsBuffers: 17
  cts_tree: "built"
global_routing:
  grt_first_pass_wirelength_microns: 16070
  gr-total-overflow: 0
  grt_use_met3_pct: 4.985
  grt_start_max_net_pins: 17
  grt_pass1_vias: 2413
  antenna_found_initial: 0
  track_usage_pct: 7.515
  met1_usage_pct: 8.741
  busiest_layer: "met2"
  grtUsageMet2_pct: 11.71
min_path:
  hold_end: "EX_regA[23]"
  hp-class: "in2reg"
  whs_path_depth: 1
  hold_start: "ID_regA[23]"
setup_path:
  crit_path_cell_trace: "buf_6"
  cp-start-kind: "register"
  path_max_fanout: 1
  crit_buf_inv: 1
  arrival_ns: 0.83
  slowest_stage: "dfxtp_2"
  cp-end-kind: "output pin"
  crit_family: "flip-flops"
  crit_required_ns: 0.80
  cpPeakStageDelay_ns: 0.32
  critPathKind: "reg2out"
yosys:
  syn-instance-count: 147
  synth_cell_types: 1
  top_area_cell: "dfxtp_1"
  yosysWarnings: 1
  async_reset_ff_share_pct: 0
  ys_seq_share_pct: 100.0
  postSynthAreaPerCell_sq_um: 20.02
  top_cells_by_area: "dfxtp_1"
  ff_type: "dfxtp_1"
  common_cells: "dfxtp_1"
  netlist.area_leader.share_pct: 100.0
  most_common_cell: "dfxtp_1"
  ys.flops: 147
  synth_area_sq_mm: 0.002943
  synth-edff-count: 0
  yosys-stat-cells: 147
  yosysChipArea_sq_mm: 0.002943
run:
  maxCapViolCount: 0
  warnings: 27
## flip-flops by register name, indices dropped and copies added, names as in the netlist
name / cells
EX_EX: 4
EX_Rt: 5
EX_PCaddr: 32
EX_regA: 32
EX_Rd: 5
EX_SE: 32
EX_WB: 2
EX_regB: 32
EX_M: 3
## power breakdown
part | switching (W) | internal (W) | total, W
combinational | 0.000145 | 0.000691 | 0.000836
clock | 0.00248 | 0.00414 | 0.00662
sequential | 0.0000626 | 0.00618 | 0.00624
total | 0.00268 | 0.0110 | 0.0137
## final cells by class
class                 count  area share, %
Tap cell                280          5.686
Sequential cell         147          48.15
Timing Repair Buffer    294          36.13
Clock buffer             21          7.636
Clock inverter           11          2.396
## worst max path at each step
stage	to	from	cells after the start
4_1_cts	EX_regA[15]	EX_regA[15]	1
5_1_grt	EX_Rd[1]	EX_Rd[1]	1
6_report	EX_regA[15]	EX_regA[15]	1
## what timing repair did
item / CTS / global route
endpoints found under the setup margin: 147 / 147
setup buffers: 0 / 0
gates resized: 480 / 14
## per-layer routing
metal | share of wire, % | vias to the layer above
met5 | 0 | -
met4 | 0.93 | 0
met3 | 15 | 6
met2 | 47 | 158
met1 | 37 | 981
li1 | - | 1082
## cell families (layout without fill, tap and decap cells)
logic type             count (synthesis)  after routing  share of synthesized area [%]
buffers and inverters                  0            326                              0
flip-flops                           147            147                          100.0
## layout by cell type (no fill, tap or decap)
cell type / synthesis / routed
dfxtp_1: 147 / 128
clkinv_4: 0 / 1
inv_6: 0 / 3
clkinv_2: 0 / 3
buf_2: 0 / 144
buf_6: 0 / 3
clkbuf_8: 0 / 3
clkinvlp_4: 0 / 1
clkbuf_1: 0 / 1
dfxtp_2: 0 / 19
clkbuf_16: 0 / 17
clkdlybuf4s50_1: 0 / 147
bufinv_16: 0 / 3
## stage by stage
step | hold WS (ns) | total power, W | utilization, % | instances
2_1_floorplan | 0.2277 | 0.006291 | - | 147
3_3_place_gp | 0.6488 | 0.007519 | 28.57 | 721
3_5_place_dp | 0.6516 | 0.007526 | 28.57 | 721
4_1_cts | 0.1962 | 0.01401 | 28.08 | 753
5_1_grt | 0.1897 | 0.01434 | 28.23 | 753
6_report | 0.2242 | 0.01370 | 28.23 | 753
Power figures rest on the tool's default switching activity, not on a simulated workload.
