===== design/flow/design.v =====
`timescale 1ns / 1ps
module MEMORY(Data_Out,Data_In,D_addr,wr,MemRead,clk,R_addrDM,OUT_DM);
	output [31:0] Data_Out,OUT_DM;
	input clk,wr,MemRead;
	input [31:0] Data_In;
	input [4:0] D_addr,R_addrDM;
	reg [31:0] Memory [31:0];
	initial 
	begin
	Memory [0]=32'h00812020;
	Memory [1]=32'h00812020;
	Memory [2]=32'h00812022;
	Memory [3]=32'h08000000;
	end
	assign Data_Out = MemRead ? Memory[D_addr] : 0 ;
	assign OUT_DM = Memory[R_addrDM];
	always @(posedge clk)
	begin
		if(wr)
		   Memory[D_addr]<=Data_In;
	end
endmodule

===== design/flow/run.sh =====
#!/bin/bash
# OpenROAD 26Q1-2900-gdf79404cd8, Yosys 0.63+post, stock flow scripts
make -C /OpenROAD-flow-scripts/flow DESIGN_CONFIG=/design/flow/config.mk WORK_HOME=/design/flow/orfs finish

===== design/flow/config.mk =====
export PLATFORM = sky130hd
export DESIGN_NAME = MEMORY
export DESIGN_NICKNAME = MEMORY
export VERILOG_FILES = /design/flow/design.v
export SDC_FILE = /design/flow/constraint.sdc
export NUM_CORES = 4
export LEC_CHECK = 1
export CORE_UTILIZATION = 40

===== design/flow/constraint.sdc =====
current_design MEMORY

set clk_period 5.7
set clk_io_pct 0.2

create_clock -name clk0 -period $clk_period [get_ports {clk}]

set non_clock_inputs [all_inputs -no_clocks]
set_input_delay [expr $clk_period * $clk_io_pct] -clock clk0 $non_clock_inputs
set_output_delay [expr $clk_period * $clk_io_pct] -clock clk0 [all_outputs]

==> impl_metrics.env <==
# yosys + openroad results
export IMPL_drt_iter0_markers=1965
export IMPL_holdBufCountCts=0
export IMPL_critical_path_n_buffers_inverters=3
export IMPL_global_placement_routability_congestion=0.918
export IMPL_cell_occurring_most_often_along_the_worst_timing_path="sky130_fd_sc_hd__clkdlybuf4s50_1"
export IMPL_setup_violations_final=0
export IMPL_postSynthCellCount=2760
export IMPL_criticalPathCategory="in2out"
export IMPL_avgSynthCellArea_sq_um=17.2
export IMPL_final_common_cell="sky130_fd_sc_hd__edfxtp_1"
export IMPL_startpoint="D_addr[0]"
export IMPL_worst_hold_slack_ps=1270
export IMPL_capturing_element_type_of_the_critical_path="primary output"
export IMPL_number_of_remaining_drc_errors=0
export IMPL_globalRoute_totalOverflow=0
export IMPL_areaGrowthSynthToFinish_pct=15.3
export IMPL_swShare=0.225
export IMPL_clockBufferDepth=3
export IMPL_final_min_period_over_clock_period=0.962
export IMPL_cpMaxStageDelayCell="sky130_fd_sc_hd__or4b_2"
export IMPL_layout_top_registers="Memory: 1024 flops"
export IMPL_post_drt_via_cell_ratio=6.43
export IMPL_placed_instance_area_sq_um=51400
export IMPL_grt_setup_unrepaired="no"
export IMPL_share_clk_of_total_power=0.406
export IMPL_critical_path_cell_chain="clkdlybuf4s50_1 > or4b_2 > buf_4 > o22ai_1 > nor4_1 > a21boi_1 > clkdlybuf4s50_1"
export IMPL_power_per_cell_area_nw_per_um2=303
export IMPL_timing_fmax_mhz=182
export IMPL_max_vdd_ir_drop_v=0.000275
export IMPL_maxCapViolations=0
export IMPL_final_cells=4527
export IMPL_grt_pass1_vias=31600
export IMPL_layout_min_cycle_time_ps=5480
export IMPL_die_width_microns=346
export IMPL_clkSinkCount=1024
export IMPL_fp_utilization=0.406
export IMPL_enable_flop_cells=1024
export IMPL_switching_power_w=0.00373
export IMPL_largest_net_degree_at_the_start_of_global_routing=71
export IMPL_tritoncts="yes"
export IMPL_yosys_area_sq_um=47400
export IMPL_placement_rows=125
export IMPL_cp_slowest_stage_delay_ps=800
export IMPL_path_delay_family="buffers and inverters"
export IMPL_timing_critical_path_from_type="primary input"
export IMPL_largest_register="Memory"
export IMPL_final_hold_viol_count=0
export IMPL_cts_setup_buffers=0
export IMPL_warnings=26
export IMPL_critPathRequiredTime_ps=4560
export IMPL_grt_pass1_wl_microns=222000
export IMPL_largest_register_ffs=1024
export IMPL_relSlewSlack=0.300
export IMPL_seq_cells_post_synth=1024
export IMPL_core_area_sq_um=117000
export IMPL_postLayoutCellArea_sq_um=54700
export IMPL_p_comb_frac=0.086
export IMPL_yosys_warns=1
export IMPL_static_leakage_power_nw=18.5
export IMPL_placed_cells=4329
export IMPL_p_int_w=0.0128
export IMPL_min_delay_path_class="in2reg"
export IMPL_cts_resized=0
export IMPL_numPortBuffers=108
export IMPL_htree_num_levels=3
export IMPL_route_vias_total=29100
export IMPL_detail_route_antenna_nets=0
export IMPL_worstHoldStart="Data_In[20]"
export IMPL_ff_type="sky130_fd_sc_hd__edfxtp_1"
export IMPL_sequentialPowerShare=0.508
export IMPL_synth_cells_yosys=2760
export IMPL_setup_tns_ps=0
export IMPL_most_common_layout_cells="sky130_fd_sc_hd__edfxtp_1, sky130_fd_sc_hd__mux2i_1, sky130_fd_sc_hd__o22ai_1, sky130_fd_sc_hd__mux4_2, sky130_fd_sc_hd__buf_4"
export IMPL_routed_wire_length_per_instance_microns=34.8
export IMPL_finalPower_w=0.0166
export IMPL_critical_path_peak_fanout=20
export IMPL_global_route_usage_total=0.285
export IMPL_drt_wl_total_microns=157000
export IMPL_antenna_found_initial=11
export IMPL_drt_pre_antenna_iters=5
export IMPL_dp_final_hpwl_microns=90000
export IMPL_mappedNetlistArea_sq_um=47400
export IMPL_synth_lib_cells_used_distinct=35
export IMPL_synth_sequential_area_ratio=0.648
export IMPL_drive_gt1_frac=0.203
export IMPL_cts_made_buffers=105
export IMPL_outcome="complete, no violations"
export IMPL_die_y_microns=346
export IMPL_ioPinCount=109
export IMPL_finalMaxSlewViolations=0
export IMPL_cts_root_buffer="sky130_fd_sc_hd__clkbuf_16"
export IMPL_crit_path_arrival_time_ps=4340
export IMPL_die_area_sq_um=120000
export IMPL_cts_reportedPaths_clkPinSlew_ps=60
export IMPL_worst_slew_pin_slew_ps=1050
export IMPL_ys_async_rst_share=0
[power by group through the flow]
stage                 combinational (W)  sequential, W  clock, W
after global routing            0.00149        0.00843   0.00707
after CTS                       0.00141        0.00842   0.00679
final                           0.00142        0.00842   0.00673
[layout make-up]
type | count | area, sq um
diodes | 6 | 15.0
well taps | 1524 | 1910
fillers | 9380 | 62100
repair buffers | 273 | 2840
flip-flops and latches | 1024 | 30700
multi-input cells | 1507 | 15900
clock buffers | 125 | 2720
clock inverters | 67 | 611
inverters | 1 | 5.00
[synth_stat cells (31+ instances only)]
master,count,area (sq um)
sky130_fd_sc_hd__buf_2,103,515
sky130_fd_sc_hd__nand2_1,34,128
sky130_fd_sc_hd__mux2i_1,576,5770
sky130_fd_sc_hd__nor2_1,31,116
sky130_fd_sc_hd__o22ai_1,256,1600
sky130_fd_sc_hd__edfxtp_1,1024,30700
sky130_fd_sc_hd__and2_1,33,206
sky130_fd_sc_hd__a22o_1,64,561
sky130_fd_sc_hd__mux4_2,224,5040
sky130_fd_sc_hd__nor3_1,36,180
sky130_fd_sc_hd__nor4_1,64,400
sky130_fd_sc_hd__a31oi_1,32,200
sky130_fd_sc_hd__o21bai_1,32,240
sky130_fd_sc_hd__a21boi_0,37,278
sky130_fd_sc_hd__clkbuf_1,93,349
[final timing paths]
| kind | end | depth (start not counted) |
|---|---|---|
| setup / recovery | Data_Out[21] | 7 |
| hold / removal | Memory[21][20] | 2 |
[layer usage]
metal  up-vias  wire length (microns)  global-route usage
li1      11900                      -                   -
met5         -                    326              0.0244
met2      2537                  70500               0.400
met4        22                   7210               0.101
met3       444                  31700               0.251
met1     14200                  47700               0.308
[per-stage QoR]
stage          utilization  setup WS [ps]
6_report             0.468            218
5_1_grt              0.468            100
4_1_cts              0.468            298
3_5_place_dp         0.440            321
3_3_place_gp         0.440            323
2_1_floorplan            -            868
[cells by family (layout without fill, tap and decap cells)]
group | count (synthesis) | after routing | share of synthesized area
AOI/OAI and AO/OA | 480 | 480 | 0.0720
buffers and inverters | 229 | 466 | 0.0250
DFF | 1024 | 1024 | 0.648
muxes | 800 | 800 | 0.228
other | 0 | 6 | 0
and+or+nand+nor | 227 | 227 | 0.0270
