## flow/design.v

```verilog
`timescale 1ns / 1ps
module Register_File(Port_A, Port_B, Din, Addr_A, Addr_B, Addr_Wr, wr, clk);
	output [31:0] Port_A, Port_B;
	input [31:0] Din;
	input [4:0] Addr_A, Addr_B, Addr_Wr;
	input wr, clk;
	reg [31:0]Reg_File[31:0];
	assign Port_A = Reg_File[Addr_A];
	assign Port_B = Reg_File[Addr_B];
	initial
		begin
			Reg_File[0] = 32'h0;
			Reg_File[1] = 24;
			Reg_File[2] = 16;
			Reg_File[3] = 32'h0;
			Reg_File[4] = 32'h1;
		end
	always @ (posedge clk)
		begin
			if (wr)
				Reg_File[Addr_Wr] <= Din;
		end
endmodule
```

## flow/run.sh

```bash
#!/bin/bash
# OpenROAD 26Q1-2900-gdf79404cd8, Yosys 0.63+post, stock flow scripts
make -C /OpenROAD-flow-scripts/flow DESIGN_CONFIG=/design/flow/config.mk WORK_HOME=/design/flow/orfs finish
```

## flow/config.mk

```make
export PLATFORM = sky130hd
export DESIGN_NAME = Register_File
export DESIGN_NICKNAME = Register_File
export VERILOG_FILES = /design/flow/design.v
export SDC_FILE = /design/flow/constraint.sdc
export NUM_CORES = 4
export LEC_CHECK = 1
export CORE_UTILIZATION = 40
```

## flow/constraint.sdc

```tcl
current_design Register_File

set clk_period 6.4
set clk_io_pct 0.2

create_clock -name clk0 -period $clk_period [get_ports {clk}]

set non_clock_inputs [all_inputs -no_clocks]
set_input_delay [expr $clk_period * $clk_io_pct] -clock clk0 $non_clock_inputs
set_output_delay [expr $clk_period * $clk_io_pct] -clock clk0 [all_outputs]
```

==> metrics.cfg <==
[status]
outcome = completed

[sta]
total_count_of_hold_check_failures_in_the_final_report = 0
worst_slew_pin_slew_ps = 1040
rsz0062_at_grt = no
clock.fmax_mhz = 178
setup_viol = 0
maxSlewViolCount = 0
layout_worst_path_cycle_share_pct = 87.9
final_total_negative_setup_slack_ps = 0
min_period_ps = 5630
relSlewSlack_pct = 30.8

[floorplan]
die_x_um = 351
core-area_mm2 = 0.120
floorplan.initialDensity_pct = 40.5
pin_count = 113
die.size.y_um = 351
fp.dieArea_mm2 = 0.123
placementRows = 127

[cells_and_area]
fillerInstances = 10395
largest_register_ffs = 1024
area.growth.synth_to_final_pct = 14.7
top_regs = Reg_File (1024)
final_layout_top_logic_cells = edfxtp_1, mux2i_1, nand3_1, nand2_1
drive_gt1_share_pct = 11.0
largest-register = Reg_File

[clocking]
cell_chosen_for_the_clock_root = clkbuf_16
cts_repair_resize_count = 0
post-cts-setup-buffer-count = 0
holdBufCountCts = 0
h-tree-depth = 3
tritoncts = yes
number_of_buffers_added_by_the_clock_tree_synthesis_step = 105
max-clock-path-buffers = 3
clk_pin_slew_worst_paths_ps = 60
clock-sinks = 1024

[critical_path]
critical_path_peak_fanout = 13
worstSetupStartpoint = Addr_B[2]
cp.required_ps = 5120
critical_path_class = in -> out
endpoint_kind = primary output
worst_setup_path_start_kind = input pin
worst-endpoint-arrival_ps = 4350

[synthesis]
synthXorXnorAreaFrac_pct = 0
synth_area_per_cell_um2 = 14.4
ys_cells = 3386
ys.warnings.count = 1
post_synth_main_logic_family = multiplexers
gate_count_after_technology_mapping = 3386
ys.flops = 1024
seq_area_frac_synth_pct = 63.0
synth.lib_cells_used.distinct = 23
post_synth_and_or_nand_nor_area_fraction_pct = 4.71
yosys.area_share.adder_pct = 0
multiplexer_share_of_the_synthesized_area_pct = 21.0
mappedNetlistArea_mm2 = 0.0488
synth.yosys.chip_area_mm2 = 0.0488
synth-compound-area-share_pct = 8.04

[placement]
globalplace.congestion = 0.899
io_buffer_count = 112
place.detailed.hpwl_um = 91400

[drt]
ant_nets = 0
drt_first_iter_violations = 1881
detailed_router_iteration_count_before_antenna_repair = 6
avgRoutedWirePerCell_um = 29.6
vias_per_cell = 5.96
remaining_drc_errors = 0
route.vias.total = 31220
drt_wl_total_um = 155000

[pwr]
p_total_uw = 15100
leakage_uw = 0.0206
worst_ir_drop_vdd_uv = 203
power.density_cell_area_mw_per_mm2 = 270

[run]
cap_viol_max_count = 0
stage_log_warnings = 26

[global_routing]
global_route_wire_length_before_repair_um = 222000
grt_antenna_before_repair = 7
grt_max_degree = 93
grt_use_total_pct = 27.1
grt_remaining_overflow = 0
grt_pass1_vias = 32389

[worst_hold_path]
min_path_type = in -> reg
timing.hold.worst.start = Din[2]

critical path: stages:
cell and delay [ps]:
clkdlybuf4s50_1 690, nor2b_4 590, buf_4 350, nand2_1 100, a31oi_1 520, nand3_1 300, clkdlybuf4s50_1 490
synthesized netlist by cell type:
| cell type | count | area share [%] |
|---|---|---|
| edfxtp_1 | 1024 | 63 |
| a31oi_1 | 64 | 0.82 |
| nor2_1 | 35 | 0.27 |
| nand2b_1 | 4 | 0.051 |
| or3_1 | 1 | 0.013 |
| nand2_1 | 195 | 1.5 |
| nand3_1 | 194 | 2.0 |
| mux2i_1 | 1024 | 21 |
| a21oi_1 | 192 | 2.0 |
| a22o_1 | 128 | 2.3 |
| buf_4 | 47 | 0.72 |
| clkbuf_1 | 86 | 0.66 |
| nand3b_1 | 5 | 0.077 |
| a22oi_1 | 192 | 3.0 |
| nor2b_1 | 4 | 0.051 |
| buf_2 | 70 | 0.72 |
| nor3_1 | 64 | 0.66 |
| or2_2 | 2 | 0.026 |
| and2_1 | 2 | 0.026 |
| or3b_2 | 3 | 0.054 |
| clkbuf_4 | 4 | 0.062 |
| buf_1 | 1 | 0.0077 |
| buf_6 | 45 | 1.0 |
final cells by class:
| class | count | area [µm²] | area share, % |
|---|---|---|---|
| clock inverters | 69 | 673 | 1.20 |
| repair buffers | 297 | 2950 | 5.26 |
| flip-flops and latches | 1024 | 30700 | 55.0 |
| diodes | 2 | 5.00 | 0.00894 |
| well taps | 1612 | 2020 | 3.60 |
| clock buffers | 124 | 2780 | 4.98 |
| multi-input cells | 2109 | 16800 | 30.0 |
layer usage:
| layer | up-vias | share of wire [%] | GRT usage (%) | routed length, µm |
|---|---|---|---|---|
| met4 | 14 | 3.8 | 8.27 | 5940 |
| met2 | 1704 | 46 | 39.8 | 71300 |
| met5 | - | 0.14 | 0.785 | 218 |
| met3 | 335 | 14 | 16.3 | 22200 |
| met1 | 15458 | 36 | 34.7 | 55400 |
| li1 | 13709 | - | - | - |
per-stage QoR:
step	instance area, µm²	setup WS (ps)	utilization, %	hold slack [ps]	cells
2_1_floorplan	48800	2690	-	1380	3386
3_3_place_gp	52500	770	43.6	2110	5042
3_5_place_dp	52500	769	43.6	2120	5042
4_1_cts	55900	775	46.4	1400	5235
5_1_grt	55900	738	46.4	1430	5235
6_report	56000	773	46.5	1430	5237
final timing paths:
check                         end  cells past startpoint
setup / recovery       Port_B[10]                      7
hold / removal    Reg_File[23][2]                      2
kinds of logic (layout without fill, tap and decap cells):
kind of cell           Yosys count  in the layout
other                            0              2
AOI/OAI and AO/OA              576            576
muxes                         1024           1024
and+or+nand+nor                509            509
DFF                           1024           1024
buffers and inverters          253            490
power breakdown:
part / leakage [µW] / switching (µW) / internal (µW)
Sequential: 0.00922 / 31.5 / 7460
Combinational: 0.00964 / 868 / 549
Clock: 0.00170 / 2570 / 3620
Power is estimated from default activity; no workload was simulated.
